==> design/flow/design.v <==
module clk_div (
    input clk,       
    input rst,       
    output clk_en    
);
    reg [24:0] clk_count;  
    always @(posedge clk or posedge rst) begin
        if (rst)                
            clk_count <= 0;     
        else
            clk_count <= clk_count + 1;  
    end
    assign clk_en = &clk_count;  
endmodule
module thunderbird (
    input clk, 
    input rst, 
    input enable, 
    input isleft,
    output reg [2:0] output_state
);
    parameter OFF   = 3'b000;
    parameter LEFT1 = 3'b001;
    parameter LEFT2 = 3'b011;
    parameter LEFT3 = 3'b111;
    parameter RIGHT1 = 3'b100;
    parameter RIGHT2 = 3'b110;
    reg [2:0] state, next_state;
    always @(posedge clk or posedge rst) begin
        if (rst)
            state <= OFF;
        else
            state <= next_state;
    end
    always @(*) begin
        case (state)
            OFF: 
                if (enable) 
                    next_state = isleft ? LEFT1 : RIGHT1;
                else 
                    next_state = OFF;
            LEFT1: 
                if (enable) 
                    next_state = LEFT2;
                else 
                    next_state = OFF;
            LEFT2: 
                if (enable) 
                    next_state = LEFT3;
                else 
                    next_state = OFF;
            LEFT3: 
                if (enable) 
                    next_state = OFF;
                else 
                    next_state = OFF;
            RIGHT1: 
                if (enable) 
                    next_state = RIGHT2;
                else 
                    next_state = OFF;
            RIGHT2: 
                if (enable) 
                    next_state = LEFT3;  
                else 
                    next_state = OFF;
            default: 
                next_state = OFF;
        endcase
    end
    always @(*) begin
        output_state = state;
    end
endmodule
module thunderbird_wrapper (
    input CLK,                 
    input [2:0] SW,            
    output [5:0] LEDR          
);
    wire clk = CLK;
    wire rst = SW[0];          
    wire enable_left, enable_right;
	 wire is_left,is_right;
    wire clk_en;               
    clk_div clock_divider (
        .clk(clk),
        .rst(rst),
        .clk_en(clk_en)        
    );
    assign enable_left = SW[2]  ;  
    assign enable_right = SW[1] ;   
	 assign is_left=1;
	 assign is_right=0;
    wire [2:0] output_left, output_right;
    thunderbird left_module (
        .clk(clk_en),
        .rst(rst),
		  .isleft(is_left),
        .enable(enable_left),
        .output_state(output_left)
    );
    thunderbird right_module (
        .clk(clk_en),
        .rst(rst),
		  .isleft(is_right),
        .enable(enable_right),
        .output_state(output_right),
    );
    assign LEDR[5:3] = output_left;    
    assign LEDR[2:0] = output_right;   
endmodule
==> design/flow/run.sh <==
#!/bin/bash
# OpenROAD 26Q1-2900-gdf79404cd8, Yosys 0.63+post, stock flow scripts
make -C /OpenROAD-flow-scripts/flow DESIGN_CONFIG=/design/flow/config.mk WORK_HOME=/design/flow/orfs finish
==> design/flow/config.mk <==
export PLATFORM = sky130hd
export DESIGN_NAME = thunderbird_wrapper
export DESIGN_NICKNAME = thunderbird_wrapper
export VERILOG_FILES = /design/flow/design.v
export SDC_FILE = /design/flow/constraint.sdc
export NUM_CORES = 4
export LEC_CHECK = 1
export CORE_AREA = 10 10 100 100
export DIE_AREA = 0 0 110 110
==> design/flow/constraint.sdc <==
current_design thunderbird_wrapper

set clk_period 5.8
set clk_io_pct 0.2

create_clock -name clk0 -period $clk_period [get_ports {CLK}]

set non_clock_inputs [all_inputs -no_clocks]
set_input_delay [expr $clk_period * $clk_io_pct] -clock clk0 $non_clock_inputs
set_output_delay [expr $clk_period * $clk_io_pct] -clock clk0 [all_outputs]
==> metrics.csv <==
stage,metric,value,unit
outcome,outcome,"finished, final reports clean",
detailed_routing,antenna_cells_inserted,0,
final_timing,slew_violations,0,
final_timing,clock.fmax,627.7,MHz
clock_network,cts.hold.buffers_added,0,
layout,final_cells,229,
yosys,yosysWarningCount,2,
setup_path,crit_arrival,1.75,ns
detailed_routing,wl_met1,1.031,mm
setup_path,crit_type,reg2reg,
yosys,top_cell_area_share,56.36,%
placement,hpwlAfterDp,1.525,mm
final_timing,period_needed,1.593,ns
clock_network,clk_pin_slew_worst_paths,0.08,ns
final_timing,fin_tns_setup,0,ns
clock_network,cts_tree,built,
detailed_routing,wl_met2,831,um
yosys,synth_area,1376,sq um
placement,post_dp_cell_area,1597,sq um
layout,final_util,21.03,%
job,maxCapViolations,0,
placement,io_buffers,9,
worst_hold_path,hp-class,reg2reg,
yosys,synth_cell_types,26,
layout,syn_to_final_growth,19.27,%
floorplan,fp_util,17.63,%
yosys,syn_area_per_cell,12.07,sq um
final_timing,hold_violations,0,
yosys,ys_seq_share,56.36,%
setup_path,worst_setup_path_start_kind,flip-flop,
floorplan,coreArea,7807,sq um
floorplan,io_pins,10,
clock_network,htree_levels,1,
yosys,synth.area.top_cells,"dfrtp_1, xnor2_1, xor2_1, nor4_4, nand3_1",
placement,pre_cts_ws,3.937,ns
global_routing,grt_max_degree,32,
final_timing,finalCritPeriodShare,27.47,%
detailed_routing,ant_nets,0,
setup_path,reg2reg_slack,4.21,ns
layout,finalInstanceArea,1642,sq um
detailed_routing,post_drt_wl_per_cell,8.891,um
global_routing,overflow,0,
layout,drive_gt1_share,10.24,%
yosys,ys_ff,31,
detailed_routing,dr.pass1.iters,2,
final_timing,rsz0062_at_grt,false,
final_timing,unconstrained_endpoints,12,
floorplan,dieArea,12100,sq um
clock_network,cts_setup_buffers,0,
yosys,top_area_cell,dfrtp_1,
clock_network,cts_resized,0,
final_timing,worst_clock_skew,0.005197,ns
final_timing,setup_slack,4.207,ns
yosys,yosys-stat-cells,114,
final_timing,worst_slew_pin_slew,0.3928,ns
setup_path,crit_required,5.96,ns
setup_path,worstSetupEndpointType,flip-flop,
clock_network,cts_made_buffers,3,
floorplan,die_w,110,um
setup_path,critPathMaxFanout,5,
floorplan,row_count,32,
global_routing,grt_pass1_wl,3.795,mm
clock_network,cts.root.buffer_cell,clkbuf_8,
final_timing,slew_headroom,73.61,%
clock_network,clock_latency,0.26,ns
detailed_routing,drc,0,
global_routing,antenna_found_initial,0,
placement,routabilityCongestion,0.7553,
job,openroad.warnings,25,
detailed_routing,top_layer,met3,
placement,placed_cells,225,
clock_network,clockBufferDepth,2,
floorplan,die_y,110,um
final_timing,unclocked_pins,6,
final_timing,final-setup-viol-count,0,
detailed_routing,drt_iter0_markers,32,
detailed_routing,wl,2.036,mm
detailed_routing,wl_met3,173,um
power_and_ir_drop,p_leak,0.6997,nW
detailed_routing,vias_per_cell,3.511,
power_and_ir_drop,irDropWorstVdd,99.49,uV
global_routing,first_global_vias,803,
power_and_ir_drop,power_density,171.7,nW/um^2
yosys,synthCells,114,
yosys,ys_area,1376,sq um
detailed_routing,vias,804,
global_routing,grt_usage,3.772,%
-- cells by family (layout without fill, tap and decap cells) --
| kind of cell | Yosys count | in the layout | synth area share, % |
|---|---|---|---|
| AND/OR/NAND/NOR | 49 | 49 | 23.36 |
| flip-flops | 31 | 31 | 56.36 |
| XOR/XNOR | 26 | 26 | 16.55 |
| buffers and inverters | 4 | 17 | 1.181 |
| AND-OR/OR-AND | 3 | 3 | 1.636 |
| adder cells (fa/ha/maj) | 1 | 1 | 0.9089 |
-- cell usage after synthesis, drive strengths merged --
| cell type | number |
|---|---|
| a21boi | 2 |
| and2 | 3 |
| and3 | 2 |
| and4 | 1 |
| buf | 1 |
| dfrtp | 31 |
| ha | 1 |
| inv | 3 |
| nand2 | 10 |
| nand2b | 3 |
| nand3 | 9 |
| nand3b | 1 |
| nand4 | 6 |
| nor2 | 7 |
| nor2b | 2 |
| nor3 | 2 |
| nor4 | 2 |
| o21a | 1 |
| or3 | 1 |
| xnor2 | 17 |
| xor2 | 9 |
-- per-stage QoR --
stage	power [W]	hold slack, ns
2_1_floorplan	0.0001816	0.4430
3_3_place_gp	0.0001856	0.4588
3_5_place_dp	0.0001856	0.4617
4_1_cts	0.0002879	0.4782
5_1_grt	0.0002968	0.4966
6_report	0.0002819	0.4745
-- final cells by class --
type	instances	area (sq um)
clock buffer	4	45.04
sequential	31	775.7
fill	837	6166
tap	102	127.6
timing repair buffer	10	97.59
multi-input combinational	79	584.3
inverter	3	11.26
-- cells in the final DEF (no fill, tap or decap), types with 3 or more instances in the layout --
cell type,synthesis,routed
and2_1,3,3
clkbuf_8,0,3
clkdlybuf4s50_1,0,9
dfrtp_1,31,31
inv_1,3,3
nand2_1,10,10
nand2b_1,3,3
nand3_1,8,8
nand4_1,4,4
nor2_1,5,5
xnor2_1,17,17
xor2_1,9,9
-- critical path: stages (launching register included) --
cell	delay [ns]
dfrtp_1	0.39
ha_1	0.29
nand4_1	0.18
nor4_4	0.31
nand3_1	0.18
xnor2_1	0.15
-- power breakdown --
group / switching [W] / total (W) / internal (W)
Sequential: 0 / 0.000174 / 0.000174
Clock: 0.0000513 / 0.000100 / 0.0000490
Combinational: 0.00000462 / 0.00000744 / 0.00000282
Total: 0.0000559 / 0.000282 / 0.000226
-- layer usage --
layer / GRT usage [%] / vias to the layer above
li1: - / 409
met1: 5.761 / 382
met2: 5.250 / 13
met3: 1.410 / 0
met4: 0.09294 / 0
met5: 0 / -
-- worst paths after layout --
kind | startpoint | cells past startpoint | to
worst max register to register | clock_divider.clk_count[0] | 5 | clock_divider.clk_count[24]
worst min-delay path | clock_divider.clk_count[20] | 1 | clock_divider.clk_count[20]
max in group asynchronous | SW[0] | 3 | clock_divider.clk_count[7]
worst max-delay path | clock_divider.clk_count[0] | 5 | clock_divider.clk_count[24]
worst min register to register | clock_divider.clk_count[20] | 1 | clock_divider.clk_count[20]
min in group asynchronous | SW[0] | 3 | clock_divider.clk_count[24]
-- registers in the layout, indices dropped and copies added, names as in the netlist --
name	count
left_module.state	3
clock_divider.clk_count	25
right_module.state	3
Power and IR drop assume default switching activity.
